--- ./run.sh ---
#!/bin/bash
# OpenROAD 26Q1-2900-gdf79404cd8, Yosys 0.63+post, stock flow scripts
make -C /OpenROAD-flow-scripts/flow DESIGN_CONFIG=/design/flow/config.mk WORK_HOME=/design/flow/orfs finish
--- ./design.v ---
module clk_div(clk_in,clk_out);
input clk_in;
output clk_out;
reg [26:0] count=27'd0;
always @(posedge clk_in)
begin
    count=count+27'd1;
end
assign clk_out=count[26];
endmodule
module VerilogBM_224_238(n_lights,s_lights,e_lights,w_lights,clk_in,rst_a);
   output reg [2:0] n_lights,s_lights,e_lights,w_lights; 
   input      clk_in;
   input      rst_a;
   reg [2:0] state;
   parameter [2:0] north=3'b000;
   parameter [2:0] north_y=3'b001;
   parameter [2:0] south=3'b010;
   parameter [2:0] south_y=3'b011;
   parameter [2:0] east=3'b100;
   parameter [2:0] east_y=3'b101;
   parameter [2:0] west=3'b110;
   parameter [2:0] west_y=3'b111;
   reg [2:0] count;
   wire clk;
   clk_div CD(clk_in,clk);
   always @(posedge clk, posedge rst_a)
     begin
        if (rst_a)
            begin
                state=north;
                count =3'b000;
            end
        else
            begin
                case (state)
                north :
                    begin
                        if (count==3'b111)
                            begin
                            count=3'b000;
                            state=north_y;
                            end
                        else
                            begin
                            count=count+3'b001;
                            state=north;
                            end
                    end
                south :
                    begin
                        if (count==3'b111)
                            begin
                            count=3'b000;
                            state=south_y;
                            end
                        else
                            begin
                            count=count+3'b001;
                            state=south;
                        end
                    end
               north_y :
                    begin
                        if (count==3'b001)
                            begin
                            count=3'b0;
                            state=east;
                            end
                        else
                            begin
                            count=count+3'b001;
                            state=north_y;
                        end
                    end
            south_y :
                begin
                    if (count==3'b001)
                        begin
                        count=3'b0;
                        state=west;
                        end
                    else
                        begin
                        count=count+3'b001;
                        state=south_y;
                        end
                    end
            east :
                begin
                    if (count==3'b111)
                        begin
                        count=3'b0;
                        state=east_y;
                        end
                    else
                        begin
                        count=count+3'b001;
                        state=east;
                        end
                    end
            east_y :
                begin
                    if (count==3'b001)
                        begin
                        count=3'b0;
                        state=south;
                        end
                    else
                        begin
                        count=count+3'b001;
                        state=east_y;
                        end
                    end
            west :
                begin
                    if (count==3'b111)
                        begin
                        state=west_y;
                        count=3'b0;
                        end
                    else
                        begin
                        count=count+3'b001;
                        state=west;
                        end
                    end
            west_y :
                begin
                    if (count==3'b001)
                        begin
                        state=north;
                        count=3'b0;
                        end
                    else
                        begin
                        count=count+3'b001;
                        state=west_y;
                        end
                    end
            endcase  
        end  
    end 
always @(state)
     begin
         case (state)
            north :
                begin
                    n_lights = 3'b001;
                    s_lights = 3'b100;
                    e_lights = 3'b100;
                    w_lights = 3'b100;
                end  
            north_y:
                begin
                    n_lights = 3'b010;
                    s_lights = 3'b100;
                    e_lights = 3'b100;
                    w_lights = 3'b100;
                end  
            south :
                begin
                    n_lights = 3'b100;
                    s_lights = 3'b001;
                    e_lights = 3'b100;
                    w_lights = 3'b100;
                end  
            south_y:
                begin
                    n_lights = 3'b100;
                    s_lights = 3'b010;
                    e_lights = 3'b100;
                    w_lights = 3'b100;
                end
            west :
                begin
                    n_lights = 3'b100;
                    s_lights = 3'b100;
                    e_lights = 3'b100;
                    w_lights = 3'b001;
                end  
            west_y:
                begin
                    n_lights = 3'b100;
                    s_lights = 3'b100;
                    e_lights = 3'b100;
                    w_lights = 3'b010;
                end
            east :
                begin
                    n_lights = 3'b100;
                    s_lights = 3'b100;
                    e_lights = 3'b001;
                    w_lights = 3'b100;
                end  
            east_y:
                begin
                    n_lights = 3'b100;
                    s_lights = 3'b100;
                    e_lights = 3'b010;
                    w_lights = 3'b100;
                end
            endcase  
     end  
endmodule
--- ./config.mk ---
export PLATFORM = sky130hd
export DESIGN_NAME = VerilogBM_224_238
export DESIGN_NICKNAME = VerilogBM_224_238
export VERILOG_FILES = /design/flow/design.v
export SDC_FILE = /design/flow/constraint.sdc
export NUM_CORES = 4
export LEC_CHECK = 1
export CORE_UTILIZATION = 30
--- ./constraint.sdc ---
current_design VerilogBM_224_238

set clk_period 3.6
set clk_io_pct 0.2

create_clock -name clk0 -period $clk_period [get_ports {clk_in}]

set non_clock_inputs [all_inputs -no_clocks]
set_input_delay [expr $clk_period * $clk_io_pct] -clock clk0 $non_clock_inputs
set_output_delay [expr $clk_period * $clk_io_pct] -clock clk0 [all_outputs]
==> impl_metrics.yaml <==
# flow metrics
drt:
  drt-initial-drc-count: 11
  final_antenna_net_count: 0
  wirelength_um: 1900
  drc_errors: 0
  firstDrtPassIters: 4
  via_per_inst: 4.46
  antenna_cells: 0
  wl_per_cell_um: 9.35
  vias: 906
synth:
  simple_gate_share: 0.257
  ys_sh_mux: 0
  ys_ff: 33
  yosysSeqAreaShare: 0.505
  largest_area_cell: "dfxtp_1"
  ys_area_um2: 1370
  synth_cell_types: 22
  avgSynthCellArea_um2: 10.2
  synthCells: 134
  synthAdderAreaFrac: 0.0366
  xor_area_frac: 0.173
  yosys_cells: 134
  ys_top_logic_family: "simple AND/OR/NAND/NOR gates"
  aoi_share: 0.00915
  syn_area_um2: 1370
  top_cell_area_share: 0.395
  area_leaders: "dfxtp_1, xnor2_1, dfrtp_1"
  ys_warn_count: 2
floorplanning:
  core.rowCount: 24
  fp_util: 0.314
  core_um2: 4350
  io_pins: 14
  die_y_um: 69.5
  die_w_um: 69.5
  chipArea_um2: 4830
pwr:
  ir_drop_mv: 0.337
  p_leak_nw: 0.613
  power_density_nw_per_um2: 288
clocking:
  cts-root-buf: "clkbuf_8"
  clock_latency_ns: 0.27
  cts-hold-fix-buffers: 0
  cts_buffers: 3
  htreeDepth: 1
  cts_tree: "yes"
  clk_pin_slew_ns: 0.08
  clock_path_buffers: 2
  post_cts_resized: 0
  cts_setup_buffers: 0
final_timing:
  max_freq_mhz: 643
  setup_viol: 0
  hold_viol_final: 0
  skew_ns: 0.00577
  unclocked_regs: 6
  timing.hold.ws_ns: 0.419
  tightestPinTransition_ns: 0.414
  unconstrained_endpoints: 18
  rsz0062_at_grt: "false"
  slew_violations: 0
  slew_headroom: 0.722
  final.setup.tns_ns: 0
  finalCritPeriodShare: 0.432
  period_minus_slack_ns: 1.55
critical_path:
  cp.arrival_ns: 1.71
  path_cells: "ha_1 > nand3_1 > nor4_4 > nand3_1 > xnor2_1"
  cp_num_buf_inv: 0
  crit_type: "flop to flop"
  cp-end-kind: "flop"
  cp.required_ns: 3.76
  cp_top_family: "simple AND/OR/NAND/NOR gates"
  r2r_cells: 5
  slowest_delay_ns: 0.38
  critPathMaxFanout: 5
  cp.depth: 5
  cp_common_cell: "nand3_1"
  crit_slowest_cell: "dfxtp_1"
  worstSetupStartpointType: "flop"
grt:
  grt_pass1_vias: 823
  use_met1: 0.130
  grt_use_total: 0.0861
  antenna_found_initial: 0
  overflow: 0
  grt_pass1_wl_um: 3480
  top_usage_layer: "met2"
  grt_util_met3: 0.0236
  grt_max_degree: 16
  use_met2: 0.135
min_path:
  min_delay_path_depth: 1
  hp-class: "flop to flop"
place:
  portBuffers: 13
  place_congestion: 0.761
  placed_cells: 199
  hpwl_um: 1480
run:
  warnings: 26
  drv_cap: 0
outcome:
  status: "finished, final reports clean"
final_layout:
  area_growth_syn_to_layout_pct: 17.7
  stdcell_count: 203
  drive_gt1_frac: 0.0662
-- power by group --
part / switching [mW] / total, mW / leakage [nW] / internal [mW]
clock: 0.0859 / 0.163 / 0.0255 / 0.0773
combinational: 0.00131 / 0.00233 / 0.292 / 0.00102
sequential: 0 / 0.298 / 0.296 / 0.298
-- registers in the layout, summed over array words and instances, names as in the netlist --
name      flops
state         3
count         3
CD.count     27
-- layout by cell type (no fill, tap or decap) --
| master | count |
|---|---|
| xnor2_1 | 19 |
| clkinv_2 | 1 |
| nand3b_1 | 1 |
| ha_1 | 4 |
| clkbuf_8 | 3 |
| nand2_1 | 12 |
| nor3_2 | 1 |
| or2_2 | 1 |
| nand2b_1 | 1 |
| xor2_1 | 8 |
| nand4_4 | 1 |
| inv_1 | 7 |
| o21ai_0 | 1 |
| nor3_1 | 2 |
| nor2_1 | 17 |
| clkdlybuf4s50_1 | 13 |
| dfxtp_1 | 27 |
| and2_1 | 1 |
| nor4_4 | 2 |
| nor3_4 | 1 |
| dfrtp_1 | 6 |
| and3_1 | 2 |
| nand4_1 | 7 |
| a21boi_0 | 1 |
| nand3_1 | 12 |
-- routing by layer --
| metal | part of all wire | up-vias | routed length (µm) |
|---|---|---|---|
| met5 | 0 | - | 0 |
| met4 | 0 | 0 | 0 |
| met3 | 0.051 | 0 | 96 |
| met2 | 0.44 | 17 | 835 |
| met1 | 0.51 | 413 | 966 |
| li1 | - | 476 | - |
-- cell usage after synthesis (all sizes together) --
cell type / instances
a21boi: 1
and2: 1
and3: 2
dfrtp: 6
dfxtp: 27
ha: 4
inv: 7
nand2: 12
nand2b: 1
nand3: 12
nand3b: 1
nand4: 8
nor2: 17
nor3: 4
nor4: 2
o21ai: 1
or2: 1
xnor2: 19
xor2: 8
-- path summary, 6_finish.rpt --
| kind | startpoint | endpoint | slack (ns) |
|---|---|---|---|
| max | CD.count[0] | CD.count[14] | 2.05 |
| min | CD.count[0] | CD.count[0] | 0.42 |
| min reg2reg | CD.count[0] | CD.count[0] | 0.42 |
| max reg2reg | CD.count[0] | CD.count[14] | 2.05 |
-- cells by family (layout without fill, tap and decap cells) --
| family | count (synthesis) | in the layout |
|---|---|---|
| AND/OR/NAND/NOR | 61 | 61 |
| flip-flops | 33 | 33 |
| XOR/XNOR | 27 | 27 |
| adder cells (fa/ha/maj) | 4 | 4 |
| buffers and inverters | 7 | 24 |
| AND-OR/OR-AND | 2 | 2 |
-- per-stage QoR --
step	setup WS, ns	utilization	cell area, µm²	power [mW]
after floorplan	2.20	-	1370	0.306
after global placement	2.10	0.359	1560	0.308
after detailed placement	2.05	0.359	1560	0.308
after CTS	2.03	0.370	1610	0.471
after global routing	1.91	0.370	1610	0.486
final	2.05	0.370	1610	0.464
-- layout make-up --
type	instances	area, µm²
Multi-Input combinational cell	94	651
Clock inverter	1	5.00
Clock buffer	3	41.3
Tap cell	52	65.1
Fill cell	406	2750
Inverter	7	26.3
Timing Repair Buffer	13	130
Sequential cell	33	691
No activity file was given, so power comes from the tool's default toggle rates.
